**flow/design.v**
```verilog
`timescale 1ns / 1ps
module pc(
	 input clk,
	 input rst_n,
	 input stall,
	 input [31:0] instr,
	 input [31:0] ALUResult,
	 input [5:0] ALUState,
	 output reg [31:0] pc
	 );
	 reg [31:0] bpc, jpc;
	 always@( posedge clk, negedge rst_n )
			if( ~rst_n )
					pc = 0;
			else 
					if( instr[31:26] == 6'b000100 && ALUState[5] == 1 ) pc = bpc;
					else if( instr[31:26] == 6'b000001 && instr[20:16] == 5'b00001 && ALUState[4] == 1 ) pc = bpc;
					else if( instr[31:26] == 6'b000111 && ALUState[3] == 1 ) pc = bpc;
					else if( instr[31:26] == 6'b000110 && ALUState[2] == 1 ) pc = bpc;
					else if( instr[31:26] == 6'b000001 && instr[20:16] == 5'b00000 && ALUState[1] == 1 ) pc = bpc;
					else if( instr[31:26] == 6'b000101 && ALUState[0] == 1 ) pc = bpc;
					else if( instr[31:26] == 6'b000010 ) pc = { pc[31:26], instr[25:0] };
					else if( instr[31:26] == 6'b000000 && instr[5:0] == 6'b001000 ) pc = ALUResult;
					else if( stall ) pc = pc;
					else pc = pc + 1;
	 always@( * )
			bpc = pc + { instr[15]? 16'HFFFF: 16'H0000, instr[15:0] };
endmodule
```
**flow/run.sh**
```bash
#!/bin/bash
# OpenROAD 26Q1-2900-gdf79404cd8, Yosys 0.63+post, stock flow scripts
make -C /OpenROAD-flow-scripts/flow DESIGN_CONFIG=/design/flow/config.mk WORK_HOME=/design/flow/orfs finish
```
**flow/config.mk**
```make
export PLATFORM = sky130hd
export DESIGN_NAME = pc
export DESIGN_NICKNAME = pc
export VERILOG_FILES = /design/flow/design.v
export SDC_FILE = /design/flow/constraint.sdc
export NUM_CORES = 4
export LEC_CHECK = 1
export CORE_UTILIZATION = 50
```
**flow/constraint.sdc**
```tcl
current_design pc

set clk_period 7.6
set clk_io_pct 0.2

create_clock -name clk0 -period $clk_period [get_ports {clk}]

set non_clock_inputs [all_inputs -no_clocks]
set_input_delay [expr $clk_period * $clk_io_pct] -clock clk0 $non_clock_inputs
set_output_delay [expr $clk_period * $clk_io_pct] -clock clk0 [all_outputs]
```
==> impl_summary.log <==
[metrics] run summary
INFO  metric achievable-frequency = 0.222 GHz
INFO  metric remaining_antenna_violation_count_after_routing = 0
INFO  metric htree_num_levels = 2
INFO  metric top_layer_used = met4
INFO  metric avgViaCountPerCell = 6.27
INFO  metric critical_path_required = 7780 ps
INFO  metric postLayoutSetupSlackWorst = 3090 ps
INFO  metric pwr_density_cell = 275 mW/mm²
INFO  metric peak_supply_drop = 0.159 mV
INFO  metric floorplan.io_pins = 105
INFO  metric final_period_minus_worst_setup_slack = 4510 ps
INFO  metric run_status = completed
INFO  metric static-leakage-power = 2.11 nW
INFO  metric synth.top_cell.area_share = 19.0%
INFO  metric cts_repair_resize_count = 0
INFO  metric cts_buf_count = 5
INFO  metric die_w = 93.9 µm
INFO  metric num_rows = 33
INFO  metric cp.arrival = between 4000 and 5000 ps
INFO  metric cts.repair_timing.setup_buffer_count = 0
INFO  metric post_cts_hold_buffer_count = 0
INFO  metric cp_launch_type = primary input
INFO  metric synth.yosys.warnings = 1
INFO  metric detailedRoute.firstIterationViolations = about 320
INFO  metric warnings = 26
INFO  metric antenna_violations_before_repair = 0
INFO  metric ys_top_cells_by_count = 63 x nor2_1, 59 x a21oi_1, 43 x nand2_1
INFO  metric drtPass1Iterations = 22
INFO  metric ys_seq_share = between 10% and 20%
INFO  metric route.detailed.wl_per_inst = ~18 µm
INFO  metric grt_first_pass_wirelength = 22,100 µm
INFO  metric async_flop_share = 100%
INFO  metric cts_tree = built
INFO  metric cts.sinks = 32
INFO  metric die_height = 93.9 µm
INFO  metric grt_pass1_vias = around 4,300
INFO  metric yosys-top-cells-area = dfrtp_1 19%, ha_1 9.5%, a21oi_1 7.0%
INFO  metric slew-limit-headroom = 53.1%
INFO  metric final_hold_viol_count = 0
INFO  metric fp-utilization = 51.4%
INFO  metric drc = 0
INFO  metric detailroute.wirelength.met2 = 5890 µm
INFO  metric synth_cells = 545
INFO  metric synth_top_flop_cell = dfrtp_1
INFO  metric number_of_enable_type_register_cells_in_the_synthesized_netlist = 0
INFO  metric synth_cell_types = approximately 74
INFO  metric final_layout_size_suffix_gt1_share = 6.41%
INFO  metric clkSlewWorstSetupHoldPaths = 70 ps
INFO  metric synthDominantAreaCellType = dfrtp_1
INFO  metric synth.avg_cell_area = 7.75 µm²
INFO  metric grt_usage = 33.2%
INFO  metric wirelength_met1 = 6260 µm
INFO  metric crit_path_max_fanout = 18
INFO  metric dpl_worst_slack = roughly 2900 ps
INFO  metric globalplace.congestion = ~0.96
INFO  metric totalWireLength = 13,700 µm
INFO  metric finalSetupViolations = 0
INFO  metric final_antenna_diode_count = 0
INFO  metric yosys_cells = roughly 550
INFO  metric worst_skew_pair.late_latency = 290 ps
INFO  metric largest_register_ff_count = 32
INFO  metric max_slew.worst_pin.slew = between 700 and 800 ps
INFO  metric port_buffers = between 100 and 150
INFO  metric ys.flops = 32
INFO  metric timing.max_cap.violations = 0
INFO  metric core_region_area = 0.00822 mm²
INFO  metric drv_slew = 0
INFO  metric clockBufferDepth = 2
INFO  metric synth_top_cell_by_count = nor2_1
INFO  metric timing.setup.critical_path_class = primary input to flip-flop
INFO  metric globalRouteOverflowTotal = 0
INFO  metric setup_total_negative_slack = 0 ps
INFO  metric hp-class = flip-flop to flip-flop
INFO  metric cts_root_buffer = clkbuf_8
INFO  metric yosys.stat.chipArea = around 0.0042 mm²
INFO  metric grt_setup_unrepaired = no
INFO  metric die_area = 0.00882 mm²
INFO  metric pin_count_of_the_biggest_net_entering_global_routing = 39
INFO  metric flow.area_growth_from_synthesis = 28.5%
INFO  metric layout_worst_path_cycle_share = 59.3%
INFO  metric vias = between 4,000 and 5,000
INFO  metric setup_clock_skew_after_layout = approximately 5.6 ps
INFO  metric syn_area = 0.00423 mm²
INFO  metric met3_length = 1290 µm
INFO  metric detailedPlacementHpwl = 10,100 µm
INFO  metric critical_path.endpoint_type = flip-flop
## power by group
part	internal [mW]	leakage, nW	switching [mW]	total, mW
registers	0.231	0.353	0.122	0.353
clock network	0.0809	0.0503	0.0721	0.153
logic	0.507	1.71	0.480	0.988
total	0.819	2.11	0.674	1.49
## area by class of cell
| type | instances | area [µm²] |
|---|---|---|
| multi-input cells | 483 | 3280 |
| flip-flops and latches | 32 | 801 |
| fillers | 694 | 2790 |
| clock buffers | 7 | 96.3 |
| well taps | 105 | 131 |
| inverters | 5 | 18.8 |
| repair buffers | 113 | 1110 |
## through the flow
step                cell area, µm²  hold slack, ps  util, %  power, mW  std cells
detailed placement            5340             569     64.9       1.32        738
floorplan                     4230             484        -      0.998        545
global route                  5430             629     66.1       1.62        745
finish                        5430             597     66.1       1.49        745
global placement              5340             569     64.9       1.33        738
CTS                           5430             586     66.1       1.49        745
## logic make-up (layout without fill, tap and decap cells)
| logic type | Yosys count | after routing | synth area share, % |
|---|---|---|---|
| AOI/OAI and AO/OA | 205 | 205 | 33.3 |
| buffers and inverters | 30 | 125 | 3.52 |
| and+or+nand+nor | 190 | 190 | 22.4 |
| DFF | 32 | 32 | 19.0 |
| xor gates and xnor gates | 51 | 51 | 10.6 |
| muxes | 4 | 4 | 1.30 |
| adders and majority gates | 33 | 33 | 9.95 |
## routing by layer
layer,vias to the layer above,track usage [%]
met3,23,5.02
met1,2133,50.8
li1,2256,-
met4,0,6.67
met5,-,0
met2,261,50.5
## worst max-delay path, cell delays in order
cell	delay (ps)
clkdlybuf4s50_1	470
buf_4	250
ha_1	370
a211oi_1	290
o21ai_0	180
a311oi_1	410
a211oi_2	140
o31ai_1	290
a21oi_1	120
xnor2_1	170
a21o_1	190
a211o_1	280
## cells in the final DEF (no fill, tap or decap), types with 8 or more instances in the layout
cell type / n
nor2_1: 63
and2_1: 8
a211oi_1: 21
nand4_1: 11
and3_1: 8
buf_4: 9
clkdlybuf4s50_1: 104
nand2_1: 43
ha_1: 32
and4_1: 9
dfrtp_1: 32
a21o_1: 14
o21ai_0: 38
a21oi_1: 59
xor2_1: 30
xnor2_1: 21
a221oi_1: 8
nand3_1: 19
## final timing paths
kind	from	to	slack, ps	cells past startpoint
max	instr[15]	pc[31]	3090	12
min	pc[31]	pc[31]	600	1
max reg2reg	pc[0]	pc[30]	4350	11
min reg2reg	pc[31]	pc[31]	600	1
max in group asynchronous	rst_n	pc[24]	5600	2
min in group asynchronous	rst_n	pc[2]	1650	2
No activity file was given, so power comes from the tool's default toggle rates.
